<file path="flow/run.sh">
#!/bin/bash
# OpenROAD 26Q1-2900-gdf79404cd8, Yosys 0.63+post, stock flow scripts
make -C /OpenROAD-flow-scripts/flow DESIGN_CONFIG=/design/flow/config.mk WORK_HOME=/design/flow/orfs finish
</file>
<file path="flow/config.mk">
export PLATFORM = sky130hd
export DESIGN_NAME = Counter_num
export DESIGN_NICKNAME = Counter_num
export VERILOG_FILES = /design/flow/design.v
export SDC_FILE = /design/flow/constraint.sdc
export NUM_CORES = 4
export LEC_CHECK = 1
export CORE_AREA = 10 10 70 70
export DIE_AREA = 0 0 80 80
</file>
<file path="flow/constraint.sdc">
current_design Counter_num

set clk_period 1.8
set clk_io_pct 0.2

create_clock -name clk0 -period $clk_period [get_ports {clk}]

set non_clock_inputs [all_inputs -no_clocks]
set_input_delay [expr $clk_period * $clk_io_pct] -clock clk0 $non_clock_inputs
set_output_delay [expr $clk_period * $clk_io_pct] -clock clk0 [all_outputs]
</file>
<file path="flow/design.v">
module Counter_num (clk, rst, count);   
  parameter n =4, num = 10;   
  input rst, clk ;        
  output[n-1:0] count;  
  wire flag;
    wire [n-1:0]  next =(rst|flag)? 0: count+1;  
    assign  flag = (count == (num-1)) ? 1: 0;   
    chunk_dff # (n)  cnt(clk, next, count); 
 endmodule
module chunk_dff(CLK,D,Q); 
parameter       k = 1 ;
input CLK; 
input [k-1:0]  D;
output [k-1:0]  Q; 
reg [k-1:0]  Q; 
always @(posedge CLK) 
Q <= D;
endmodule   
</file>
==> impl_metrics.xml <==
<?xml version="1.0" encoding="UTF-8"?>
<metrics>
  <group name="clock_network">
    <metric name="cts_root_buffer" unit="">clkbuf_4</metric>
    <metric name="tritoncts_clock_tree" unit="">built</metric>
    <metric name="cts_num_sinks" unit="">4</metric>
    <metric name="ctsLongestPathBuffers" unit="">2</metric>
    <metric name="cts-buffers-inserted" unit="">3</metric>
    <metric name="cts-hold-fix-buffers" unit="">0</metric>
    <metric name="post-cts-setup-buffer-count" unit="">0</metric>
    <metric name="worst_setup_hold_path_clk_slew" unit="ps">40</metric>
    <metric name="clock_insertion_delay_worst_skew" unit="ps">240</metric>
    <metric name="cts_resized" unit="">0</metric>
    <metric name="cts-htree-levels" unit="">1</metric>
  </group>
  <group name="die">
    <metric name="die_h" unit="um">80</metric>
    <metric name="die_area" unit="mm2">0.00640</metric>
    <metric name="core_region_area" unit="mm2">0.00342</metric>
    <metric name="top_level_ports" unit="">6</metric>
    <metric name="die_width" unit="um">80</metric>
    <metric name="initCoreUtil" unit="%">5.09</metric>
    <metric name="floorplan.rows" unit="">21</metric>
  </group>
  <group name="worst_setup_path">
    <metric name="worstPathRequired" unit="ps">1440</metric>
    <metric name="crit_path_end_kind" unit="">output pin</metric>
    <metric name="cp_data_arrival_time" unit="ps">1190</metric>
    <metric name="r2r_start" unit="">cnt.Q[0]</metric>
    <metric name="path_cells" unit="">clkdlybuf4s50_1</metric>
    <metric name="slowest_delay" unit="ps">540</metric>
    <metric name="worstRegToRegCells" unit="">4</metric>
    <metric name="setup.reg_to_reg.worst_slack" unit="ps">780</metric>
    <metric name="worst_path_max_delay_cell" unit="">clkdlybuf4s50_1</metric>
    <metric name="worstReg2RegEnd" unit="">cnt.Q[0]</metric>
    <metric name="crit_path_start_kind" unit="">register</metric>
    <metric name="crit_path_max_fanout" unit="">5</metric>
    <metric name="worstSetupStartpoint" unit="">cnt.Q[0]</metric>
    <metric name="path_buffers" unit="">1</metric>
    <metric name="critPathTopFamily" unit="">buffers and inverters</metric>
    <metric name="worst-setup-path-type" unit="">reg2out</metric>
  </group>
  <group name="hold_path">
    <metric name="worst_hold_path.num_cells" unit="">2</metric>
    <metric name="hp-start" unit="">cnt.Q[3]</metric>
    <metric name="hp-class" unit="">reg2reg</metric>
    <metric name="min_to" unit="">cnt.Q[3]</metric>
  </group>
  <group name="finish">
    <metric name="layoutNonFillerInstCount" unit="">74</metric>
    <metric name="n_fill_cell" unit="">404</metric>
    <metric name="largest_register" unit="">cnt.Q</metric>
    <metric name="layout_cell_share_with_drive_strength_beyond_1" unit="%">11.1</metric>
    <metric name="area_growth" unit="%">76.3</metric>
    <metric name="reg_top3" unit="">cnt.Q: 4 flops</metric>
    <metric name="largest_reg_flops" unit="">4</metric>
    <metric name="seqCellArea" unit="um2">80.1</metric>
    <metric name="mi_logic_area" unit="um2">90.1</metric>
  </group>
  <group name="route">
    <metric name="route.top_layer_used" unit="">met3</metric>
    <metric name="met1_wl" unit="um">239</metric>
    <metric name="detail-route-antenna-nets" unit="">0</metric>
    <metric name="detail_route.first_pass.iterations" unit="">2</metric>
    <metric name="detailed_router_s_first_iteration_violation_count" unit="">9</metric>
    <metric name="detail_route.wirelength" unit="um">531</metric>
    <metric name="wire_per_inst" unit="um">7.18</metric>
    <metric name="drcViolationCount" unit="">0</metric>
    <metric name="route.vias.total" unit="">157</metric>
    <metric name="dr_wl_met3" unit="um">179</metric>
    <metric name="routed_via_density" unit="">2.12</metric>
    <metric name="met2WireLength" unit="um">112</metric>
  </group>
  <group name="timing">
    <metric name="fin_crit_sh" unit="%">85.9</metric>
    <metric name="worst_slew_margin_rel" unit="%">87.1</metric>
    <metric name="max_clock_freq" unit="MHz">647</metric>
    <metric name="maxSlewViolCount" unit="">0</metric>
    <metric name="report.final.setup_viol" unit="">0</metric>
    <metric name="final-hold-violation-count" unit="">0</metric>
    <metric name="final_critical_path_setup_slack" unit="ps">253</metric>
    <metric name="timing_worst_slew_pin_value" unit="ps">193</metric>
    <metric name="period_minus_slack" unit="ps">1550</metric>
    <metric name="unrepaired_setup_endpoints_after_global_routing" unit="">false</metric>
    <metric name="final.setup_skew" unit="ps">0.634</metric>
    <metric name="fin_setup_tns" unit="ps">0</metric>
  </group>
  <group name="power_and_ir_drop">
    <metric name="power" unit="uW">244</metric>
    <metric name="peakVddDrop" unit="mV">0.144</metric>
    <metric name="leakagePower" unit="uW">0.0000992</metric>
    <metric name="power_density" unit="mW/mm2">795</metric>
  </group>
  <group name="job">
    <metric name="openroad.warnings" unit="">26</metric>
    <metric name="drv.max_cap_violation_count" unit="">0</metric>
  </group>
  <group name="global_route">
    <metric name="global_route.usage.total" unit="%">1.95</metric>
    <metric name="grt_pass1_wl" unit="um">855</metric>
    <metric name="number_of_global_route_vias_before_repair" unit="">168</metric>
    <metric name="grt.overflow.total" unit="">0</metric>
    <metric name="grt_start_max_net_pins" unit="">7</metric>
    <metric name="antenna_found_initial" unit="">1</metric>
  </group>
  <group name="synth">
    <metric name="postSynthAreaPerCell" unit="um2">9.15</metric>
    <metric name="netlist_area" unit="um2">174</metric>
    <metric name="ys_cells" unit="">19</metric>
    <metric name="ys_types" unit="">12</metric>
    <metric name="ys_warn_count" unit="">1</metric>
    <metric name="synthesis.instances" unit="">19</metric>
    <metric name="numSynthFlops" unit="">4</metric>
    <metric name="yosys_area" unit="um2">174</metric>
    <metric name="seq_area_frac_synth" unit="%">46.0</metric>
  </group>
  <group name="placement">
    <metric name="globalplace.congestion" unit="">0.638</metric>
    <metric name="hpwlAfterDp" unit="um">406</metric>
    <metric name="buffer_ports.inserted" unit="">5</metric>
    <metric name="numPlacedInstances" unit="">70</metric>
    <metric name="place_worst_setup_slack" unit="ps">519</metric>
  </group>
  <group name="outcome">
    <metric name="status" unit="">finished, final reports clean</metric>
  </group>
</metrics>
per-layer routing:
metal,GRT usage (%),vias to the layer above
li1,-,82
met2,1.61,11
met3,3.86,0
met1,2.00,64
met5,0,-
met4,0,0
Yosys cell counts:
| master | number | area share (%) |
|---|---|---|
| dfxtp_1 | 4 | 46 |
| a21oi_1 | 2 | 5.8 |
| ha_1 | 2 | 14 |
| nand3_1 | 2 | 5.8 |
| nor3_1 | 2 | 5.8 |
| inv_1 | 1 | 2.2 |
| nand2_1 | 1 | 2.2 |
| nand2b_1 | 1 | 3.6 |
| nand3b_1 | 1 | 4.3 |
| nor2_1 | 1 | 2.2 |
| or2_0 | 1 | 3.6 |
| or2b_1 | 1 | 4.3 |
layout by cell type (no fill, tap or decap):
cell / count
clkdlybuf4s50_1: 5
dfxtp_1: 4
clkbuf_4: 3
nand3_1: 2
a21oi_1: 2
nor3_1: 2
ha_1: 2
diode_2: 1
inv_1: 1
nand2b_1: 1
or2_0: 1
nand2_1: 1
nand3b_1: 1
or2b_1: 1
nor2_1: 1
report_power, final:
part	internal, uW	total, uW	switching [uW]
clock network	74.7	113	38.0
registers	95.1	102	7.21
logic	18.4	28.7	10.3
total	188	244	55.5
metrics by stage:
step                      area (um2)  utilization [%]  hold WS [ps]
after CTS                        304             8.90           497
after detailed placement         282             8.24           490
after global routing             307             8.97           557
final                            307             8.97           492
after floorplan                  174                -           429
after global placement           282             8.24           476
area by class of cell:
cell class                 instances  share of cell area (%)
tap                               46                    18.8
multi-input combinational         14                    29.4
inverter                           1                    1.22
antenna                            1                   0.816
timing repair buffer               5                    16.3
sequential                         4                    26.1
clock buffer                       3                    7.35
worst max-delay path by stage:
stage	depth (start not counted)	endpoint	slack [ps]
finish	1	count[0]	250
global route	1	count[0]	200
CTS	1	count[0]	250
cells by family after synthesis:
family          Yosys count  share of synthesized area (%)
simple gates             10                           31.7
flops                     4                           46.0
compound gates            2                           5.76
fa+ha+maj                 2                           14.4
buf+inv                   1                           2.16
Power and IR drop assume default switching activity.
